**design/flow/run.sh**
```bash
#!/bin/bash
# OpenROAD 26Q1-2900-gdf79404cd8, Yosys 0.63+post, stock flow scripts
make -C /OpenROAD-flow-scripts/flow DESIGN_CONFIG=/design/flow/config.mk WORK_HOME=/design/flow/orfs finish
```
**design/flow/config.mk**
```make
export PLATFORM = sky130hd
export DESIGN_NAME = traffic_light
export DESIGN_NICKNAME = traffic_light
export VERILOG_FILES = /design/flow/design.v
export SDC_FILE = /design/flow/constraint.sdc
export NUM_CORES = 4
export LEC_CHECK = 1
export CORE_AREA = 10 10 75 75
export DIE_AREA = 0 0 85 85
```
**design/flow/constraint.sdc**
```tcl
current_design traffic_light

set clk_period 2.8
set clk_io_pct 0.2

create_clock -name clk0 -period $clk_period [get_ports {clk}]

set non_clock_inputs [all_inputs -no_clocks]
set_input_delay [expr $clk_period * $clk_io_pct] -clock clk0 $non_clock_inputs
set_output_delay [expr $clk_period * $clk_io_pct] -clock clk0 [all_outputs]
```
**design/flow/design.v**
```verilog
module traffic_light (
    input wire clk, reset,
    input wire sensor_north,       
    input wire sensor_east,
    input wire [7:0] config_time,  
    output reg [2:0] light_ns,
    output reg [2:0] light_ew
);
    localparam RED=3'b100, YELLOW=3'b010, GREEN=3'b001;
    reg [2:0] state, next_state;
    reg [7:0] timer;
    wire [7:0] time_limit = (sensor_north && sensor_east) ? config_time :
                            (sensor_north || sensor_east) ? (config_time + 8'd20) :
                            config_time;  
    always @(posedge clk or posedge reset) begin
        if (reset) begin 
            state <= 0; 
            timer <= 0; 
        end else begin
            if (timer >= time_limit) begin 
                state <= next_state; 
                timer <= 0; 
            end else 
                timer <= timer + 1;  
        end
    end
    always @(*) begin
        case (state)
            0: next_state = 1; 1: next_state = 2;
            2: next_state = 3; 3: next_state = 0;
            default: next_state = 0;
        endcase
        light_ns = RED; light_ew = RED;
        case (state)
            0: light_ns = GREEN; 1: light_ns = YELLOW;
            2: light_ew = GREEN; 3: light_ew = YELLOW;
        endcase
    end
endmodule
```
==> node_exporter_impl.prom <==
# HELP chip_impl_metric Flow report values
# TYPE chip_impl_metric gauge
chip_impl_info{name="outcome",value="finished, final reports clean"} 1
chip_impl_metric{name="first_global_vias",unit=""} 640
chip_impl_metric{name="drtIter0Drc",unit=""} 14
chip_impl_metric{name="grt_overflow_total",unit=""} 0
chip_impl_metric{name="finalHoldViolCount",unit=""} 0
chip_impl_metric{name="finalWorstPathRequiredPeriod",unit="ns"} 2.69
chip_impl_metric{name="floorplan.io_pins",unit=""} 18
chip_impl_metric{name="maxSlewViolCount",unit=""} 0
chip_impl_metric{name="max_clock_freq",unit="MHz"} 371
chip_impl_metric{name="synthToLayoutAreaGrowth",unit="%"} 40.0
chip_impl_metric{name="power.clock.fraction",unit=""} 0.227
chip_impl_metric{name="gr_util_met1",unit=""} 0.0677
chip_impl_metric{name="postSynthRegisterBits",unit=""} 12
chip_impl_info{name="tritoncts",value="done"} 1
chip_impl_metric{name="clk_path_buf_depth",unit=""} 2
chip_impl_metric{name="hold_depth",unit=""} 1
chip_impl_metric{name="clock_tree.htree_level_count",unit=""} 1
chip_impl_metric{name="met2_usage",unit=""} 0.0599
chip_impl_metric{name="dp_hpwl",unit="um"} 1260
chip_impl_metric{name="num_antenna_cells",unit=""} 0
chip_impl_metric{name="fill_cells",unit=""} 392
chip_impl_metric{name="fin_worst_skew",unit="ns"} 0.00171
chip_impl_metric{name="antenna_found_initial",unit=""} 0
chip_impl_metric{name="cellInternalPower",unit="mW"} 0.529
chip_impl_metric{name="setup_ws",unit="ns"} 0.106
chip_impl_metric{name="num_rows",unit=""} 23
chip_impl_metric{name="synthCells",unit=""} 81
chip_impl_metric{name="p_switching",unit="mW"} 0.289
chip_impl_metric{name="number_of_cells_in_the_yosys_synthesis_report",unit=""} 81
chip_impl_metric{name="die.size.y",unit="um"} 85
chip_impl_metric{name="clkSinkCount",unit=""} 12
chip_impl_metric{name="required",unit="ns"} 2.92
chip_impl_metric{name="final_layout_size_suffix_gt1_frac",unit=""} 0.210
chip_impl_info{name="classification_of_the_worst_slack_hold_path",value="register to register"} 1
chip_impl_metric{name="holdWs",unit="ns"} 0.560
chip_impl_metric{name="drc_errors",unit=""} 0
chip_impl_metric{name="total_leakage_power",unit="nW"} 0.573
chip_impl_metric{name="mean_routed_wirelength_per_cell",unit="um"} 10.7
chip_impl_info{name="clock-root-buffer",value="sky130_fd_sc_hd__clkbuf_8"} 1
chip_impl_metric{name="clk_latency",unit="ns"} 0.24
chip_impl_metric{name="comb_area",unit="um2"} 509
chip_impl_metric{name="timing.critical_path.arrival",unit="ns"} 2.82
chip_impl_metric{name="fp.dieW",unit="um"} 85
chip_impl_info{name="critPathLaunchType",value="primary input"} 1
chip_impl_info{name="critical_path.reg2reg.startpoint",value="timer[0]$_DFF_PP0_"} 1
chip_impl_metric{name="power.density",unit="nW/um2"} 694
chip_impl_metric{name="layout.cells.non_filler",unit=""} 155
chip_impl_metric{name="ir_worst_vdd",unit="mV"} 0.440
chip_impl_metric{name="timing.final.crit_share",unit=""} 0.962
chip_impl_metric{name="final_core_utilization",unit=""} 0.290
chip_impl_metric{name="grt_max_degree",unit=""} 13
chip_impl_info{name="lay_top_cells",value="sky130_fd_sc_hd__clkdlybuf4s50_1 (15), sky130_fd_sc_hd__nor2_1 (13), sky130_fd_sc_hd__dfrtp_1 (11)"} 1
chip_impl_metric{name="die-area",unit="um2"} 7230
chip_impl_metric{name="sw_frac_of_total",unit=""} 0.353
chip_impl_metric{name="core_region_area",unit="um2"} 4060
chip_impl_metric{name="ys_types",unit=""} 21
chip_impl_metric{name="share_comb_of_total_power",unit=""} 0.428
chip_impl_metric{name="synth_sequential_area_ratio",unit=""} 0.358
chip_impl_metric{name="dpl.cell_count",unit=""} 150
chip_impl_metric{name="use_met3",unit=""} 0.0250
chip_impl_metric{name="slew_headroom",unit=""} 0.700
chip_impl_metric{name="yosys.area.top_type_share",unit=""} 0.327
chip_impl_metric{name="layout.cell_area.non_filler",unit="um2"} 1180
chip_impl_metric{name="detailedRoute.firstPassIterationCount",unit=""} 4
chip_impl_info{name="yosysTopAreaCell",value="sky130_fd_sc_hd__dfrtp_1"} 1
chip_impl_metric{name="port_buffers",unit=""} 17
chip_impl_metric{name="ctsHoldBuffers",unit=""} 0
chip_impl_metric{name="cts_inserted_buffers",unit=""} 3
chip_impl_metric{name="cap_viol_max_count",unit=""} 0
chip_impl_metric{name="gr-usage-all-layers",unit=""} 0.0458
chip_impl_metric{name="warnings",unit=""} 25
chip_impl_metric{name="floorplan.initialDensity",unit=""} 0.208
chip_impl_metric{name="yosysChipArea",unit="um2"} 842
chip_impl_metric{name="cts.reportedPaths.clkPinSlew",unit="ns"} 0.05
chip_impl_metric{name="timing.critical_path.fanout_max",unit=""} 5
chip_impl_metric{name="gp_congestion",unit=""} 0.814
chip_impl_info{name="layout_top_cell",value="sky130_fd_sc_hd__clkdlybuf4s50_1"} 1
chip_impl_info{name="ys_top_cells_by_area",value="sky130_fd_sc_hd__dfrtp_1 (33%), sky130_fd_sc_hd__ha_1 (15%), sky130_fd_sc_hd__xor2_1 (7.3%)"} 1
chip_impl_metric{name="dp_slack",unit="ns"} -0.175
chip_impl_metric{name="setup-violations-final",unit=""} 0
chip_impl_metric{name="ant_nets",unit=""} 0
chip_impl_metric{name="tns",unit="ns"} 0
chip_impl_metric{name="synth_warnings",unit=""} 1
chip_impl_metric{name="worst_r2r_path_depth",unit=""} 7
chip_impl_metric{name="post_synth_instance_area",unit="um2"} 842
chip_impl_info{name="worst_setup_path_startpoint",value="sensor_north"} 1
chip_impl_metric{name="postRouteWirelength",unit="um"} 1650
chip_impl_info{name="critPathCaptureType",value="register"} 1
chip_impl_info{name="setup.worst_path.class",value="primary input to register"} 1
chip_impl_metric{name="post_dp_cell_area",unit="um2"} 1100
chip_impl_metric{name="post-layout-total-power",unit="mW"} 0.819
chip_impl_metric{name="synth.avg_cell_area",unit="um2"} 10.4
chip_impl_metric{name="vias",unit=""} 606
chip_impl_metric{name="vias_per_cell",unit=""} 3.91
chip_impl_info{name="hp-start",value="timer[0]$_DFF_PP0_"} 1
chip_impl_info{name="top_usage_layer",value="met1"} 1
chip_impl_metric{name="worst-slew-pin-transition",unit="ns"} 0.449
chip_impl_metric{name="p_seq_frac",unit=""} 0.345
chip_impl_metric{name="flop_to_flop_setup_slack",unit="ns"} 0.82
chip_impl_metric{name="seq_area",unit="um2"} 302
chip_impl_metric{name="global_route_wire_length_before_repair",unit="um"} 2830
## layer usage
layer	routed length, um	vias up
met5	0	-
met4	0	0
met3	162	0
met2	607	20
met1	884	264
li1	-	322
## power by group through the flow
stage	combinational [mW]	sequential [mW]	clock, mW
final	0.350	0.282	0.186
after global routing	0.396	0.292	0.199
after CTS	0.351	0.282	0.189
## final cells by class
class	instances	share of cell area
repair buffers	25	0.200
multi-input cells	60	0.432
flip-flops and latches	12	0.256
inverters	4	0.0127
clock buffers	4	0.0467
well taps	50	0.0531
## logic make-up (layout without fill, tap and decap cells)
family                     count (synthesis)  after routing  share of synthesized area
DFF                                       12             12                      0.358
AOI/OAI and AO/OA                          8              8                      0.107
muxes                                      5              5                     0.0743
xor gates and xnor gates                  12             12                      0.125
and+or+nand+nor                           25             25                      0.138
adders and majority gates                 10             10                      0.149
buffers and inverters                      9             33                     0.0490
## timing repair
item / CTS / global route
buffers inserted: 0 / 1
resized: 0 / 5
setup endpoints to repair: 0 / 4
## worst min path at each step
stage / slack, ns / end
6_report: 0.56 / timer[0]$_DFF_PP0_
5_1_grt: 0.59 / register
4_1_cts: 0.55 / timer[0]$_DFF_PP0_
## synthesized netlist by cell type, drive strengths merged
| cell type | instances |
|---|---|
| nor2 | 14 |
| dfrtp | 11 |
| ha | 10 |
| xor2 | 7 |
| nand3 | 6 |
| xnor2 | 5 |
| clkbuf | 4 |
| inv | 4 |
| mux2 | 4 |
| a21oi | 3 |
| and3 | 2 |
| nand2 | 2 |
| o21a | 2 |
| a2111oi | 1 |
| buf | 1 |
| dfstp | 1 |
| mux2i | 1 |
| nand2b | 1 |
| o21ai | 1 |
| o41ai | 1 |
## worst max-delay path, stage by stage
cell and delay (ns):
sky130_fd_sc_hd__clkdlybuf4s50_1 0.45, sky130_fd_sc_hd__xnor2_2 0.17, sky130_fd_sc_hd__nor2_2 0.10, sky130_fd_sc_hd__nand3_1 0.10, sky130_fd_sc_hd__xor2_1 0.15, sky130_fd_sc_hd__ha_1 0.29, sky130_fd_sc_hd__nand2_1 0.10, sky130_fd_sc_hd__o41ai_4 0.36
sky130_fd_sc_hd__buf_4 0.20, sky130_fd_sc_hd__mux2_2 0.33
Power is estimated from default activity; no workload was simulated.
