[/design/flow/run.sh]
#!/bin/bash
# OpenROAD 26Q1-2900-gdf79404cd8, Yosys 0.63+post, stock flow scripts
make -C /OpenROAD-flow-scripts/flow DESIGN_CONFIG=/design/flow/config.mk WORK_HOME=/design/flow/orfs finish
[/design/flow/config.mk]
export PLATFORM = sky130hd
export DESIGN_NAME = dot_product_stream
export DESIGN_NICKNAME = dot_product_stream
export VERILOG_FILES = /design/flow/design.v
export SDC_FILE = /design/flow/constraint.sdc
export NUM_CORES = 4
export LEC_CHECK = 1
export CORE_UTILIZATION = 30
[/design/flow/constraint.sdc]
current_design dot_product_stream

set clk_period 10.9
set clk_io_pct 0.2

create_clock -name clk0 -period $clk_period [get_ports {clk}]

set non_clock_inputs [all_inputs -no_clocks]
set_input_delay [expr $clk_period * $clk_io_pct] -clock clk0 $non_clock_inputs
set_output_delay [expr $clk_period * $clk_io_pct] -clock clk0 [all_outputs]
[/design/flow/design.v]
module dot_product_stream #(
    parameter WIDTH  = 8,   
    parameter N = 4    
)(
    input  wire clk,
    input  wire rst_n,
    input  wire input_valid,
    input  wire [WIDTH-1:0] A_vec,
    input  wire [WIDTH-1:0] B_vec,
    output reg  [(2*WIDTH + $clog2(N)) - 1 : 0] result,
    output reg  output_valid
);
    reg [WIDTH-1:0] A_reg;
    reg [WIDTH-1:0] B_reg;
    reg [(2*WIDTH + $clog2(N)) - 1 : 0] multiply_result;
    reg last_input;
    reg last_input_mul_add;
    reg [$clog2(N)-1:0] counter;
    always @(posedge clk or negedge rst_n) begin
        if (!rst_n) begin
            output_valid <= 1'b0;
            result  <= 0;
            multiply_result  <= 0;
            counter      <= 0;
            A_reg <= 0; B_reg <= 0;
            last_input <= 0;
            last_input_mul_add <= 0;
        end else begin
            if (input_valid) begin
                A_reg <= A_vec;
                B_reg <= B_vec;
                if(counter == N - 1) begin
                    counter <= 0;
                    last_input <= 1;
                end else
                    counter <= counter + 1;
            end else begin
                A_reg <= 0;
                B_reg <= 0;
                last_input <= 0;
            end
            multiply_result <= A_reg * B_reg;
            last_input_mul_add <= last_input;
            result <= result + multiply_result;
            output_valid <= last_input_mul_add;
        end
    end
endmodule
==> results.py <==
# Metrics from the implementation run
metrics = {
    "grt": {
        "grt-ovfl-total": 0,
        "grt_max_degree": 56,
        "antenna_found_initial": 0,
        "track_usage_pct": 11.22,
        "grt_pass1_wl_um": 13370,
        "grt_pass1_vias": 2902,
    },
    "setup_path": {
        "endpoint_kind": "flip-flop",
        "rrSetupSlack_ps": 6600,
        "reg2reg_from": "B_reg[4]$_DFF_PN0_",
        "critPathMaxFanout": 8,
        "worst_ep_arrival_time_ps": 4480,
        "required_ps": 11080,
        "crit_type": "flip-flop to flip-flop",
        "timing.rr.end": "multiply_result[13]$_DFF_PN0_",
        "crit_path_max_incr_delay_ps": 540,
        "cp_top_family": "adder cells",
        "cp.depth": 15,
        "startpoint": "B_reg[4]$_DFF_PN0_",
        "r2r_cells": 15,
        "worstSetupEndpoint": "multiply_result[13]$_DFF_PN0_",
        "cp_cell_sequence": "and2_1 -> fa_1 -> inv_1 -> fa_1 -> inv_1 -> fa_1 -> inv_1 -> fa_1 -> inv_1 -> ha_1 -> nand2_1 -> a21oi_1 -> a211oi_1 -> nor2_1 -> o311ai_0",
        "crit_buf_inv": 4,
        "cp-start-kind": "flip-flop",
        "cpMaxStageDelayCell": "fa_1",
    },
    "synthesis": {
        "synth_area_per_cell_um2": 10.34,
        "syn_inst": 423,
        "synth_cell_types": 35,
        "yosys-stat-cells": 423,
        "top_cells_by_count": "and2_1, inv_1, dfrtp_1",
        "synth-edff-count": 0,
        "synth_top_area_share_pct": 31.47,
        "synth_area_mm2": 0.004373,
        "numSynthFlops": 55,
        "area_leaders": "dfrtp_1, fa_1, ha_1",
        "synth-area-yosys_mm2": 0.004373,
        "synth_seq_share_pct": 31.47,
        "flop_cell": "dfrtp_1",
        "synth-async-reset-ratio_pct": 100.0,
        "yosys.cell_count.top_type": "and2_1",
        "yosysWarnings": 1,
        "yosysTopAreaCell": "dfrtp_1",
    },
    "power": {
        "ir_worst_vdd_mv": 0.08497,
        "p_sw_share_pct": 32.09,
        "clkPwrFrac_pct": 20.8,
        "netSwitchingPower_mw": 0.2705,
        "intPower_mw": 0.5724,
        "p_leak_nw": 2.531,
        "sequentialPowerShare_pct": 35.4,
        "cellPowerDensity_mw_per_mm2": 164.4,
        "pwr-share-comb_pct": 43.8,
    },
    "final_timing": {
        "setup_viol": 0,
        "tns_ps": 0,
        "worstMarginPinSlew_ps": 666.6,
        "min_period_ps": 4297,
        "rsz0062_at_grt": "no",
        "period_used_pct": 39.42,
        "finClkSkew_ps": 6.396,
        "fmax_mhz": 232.7,
        "finalHoldViolCount": 0,
        "slew_headroom_pct": 55.56,
        "worst_slack_ps": 6603,
        "drv_slew": 0,
    },
    "floorplanning": {
        "chip_area_mm2": 0.01506,
        "ios": 38,
        "initCoreUtil_pct": 31.14,
        "rows": 43,
        "die_w_um": 122.7,
        "coreArea_mm2": 0.01404,
        "die_h_um": 122.7,
    },
    "run": {
        "drv_cap": 0,
        "tool_warnings": 25,
    },
    "cts": {
        "cts_resized": 0,
        "cts_sinks": 55,
        "clock_path_buffers": 2,
        "cts_tree": "done",
        "cts_buffers": 5,
        "clkTransAtPathRegs_ps": 70,
        "cts.root.buffer_cell": "clkbuf_16",
        "cts_setup_buffers": 0,
        "worstSkewPairLatency_ps": 290,
        "cts_max_level": 2,
        "ctsHoldBuffers": 0,
    },
    "route": {
        "drt_iter0_markers": 101,
        "wl_per_cell_um": 11.29,
        "antenna_cells": 0,
        "routed_wl_um": 7292,
        "antenna_left": 0,
        "vias": 2812,
        "drc_errors": 0,
        "via_per_inst": 4.353,
        "drt_first_pass_iters": 4,
    },
    "layout": {
        "syn_to_final_growth_pct": 17.22,
        "fin_cells": 646,
        "top_register": "result",
        "fin_area_mm2": 0.005126,
        "largest_reg_flops": 18,
        "largest_registers": "result: 18 flops, multiply_result: 16 flops",
        "nFillCells": 1347,
        "drive_gt1_share_pct": 2.790,
    },
    "place": {
        "gp_congestion": 0.8679,
        "post-place-ws_ps": 6588,
        "dpl_cell_area_mm2": 0.004964,
        "port_buffers": 37,
        "hpwl_um": 5981,
        "post-place-cells": 639,
    },
    "status": {
        "status": "completed",
    },
    "min_path": {
        "hp-class": "flip-flop to flip-flop",
    },
}
-- logic make-up (layout without fill, tap and decap cells) --
group,after synthesis,after routing,share of synthesized area [%]
adder cells (fa/ha/maj),90,90,32.10
multiplexers,2,2,0.5150
AND/OR/NAND/NOR,128,128,15.82
AND-OR/OR-AND,65,65,10.10
buffers and inverters,58,101,4.979
XOR/XNOR,25,25,5.007
flip-flops,55,55,31.47
-- power groups by stage --
stage / Combinational (mW) / Clock (mW) / Sequential (mW)
after global routing: 0.424 / 0.190 / 0.307
final: 0.369 / 0.176 / 0.298
after CTS: 0.374 / 0.182 / 0.300
-- layout make-up --
class	count	area, µm²	share of cell area (%)
inverters	56	210.2	4.101
repair buffers	38	372.9	7.274
clock inverters	2	37.54	0.7322
multi-input cells	310	2779	54.21
flip-flops and latches	55	1376	26.85
well taps	180	225.2	4.393
clock buffers	5	125.1	2.441
-- per-stage QoR --
stage / hold slack, ps / power [mW] / util, %
6_report: 351.3 / 0.8429 / 36.51
5_1_grt: 360.9 / 0.9214 / 36.51
4_1_cts: 353.7 / 0.8561 / 36.51
3_5_place_dp: 337.3 / 0.6750 / 35.35
3_3_place_gp: 337.0 / 0.6671 / 35.35
2_1_floorplan: 331.2 / 0.5388 / -
-- how the worst min path moves through the flow --
stage | from | end | slack [ps] | depth (start not counted)
4_1_cts | last_input_mul_add$_DFF_PN0_ | output_valid$_DFF_PN0_ | 350 | 0
5_1_grt | last_input_mul_add$_DFF_PN0_ | output_valid$_DFF_PN0_ | 360 | 0
6_report | last_input_mul_add$_DFF_PN0_ | output_valid$_DFF_PN0_ | 350 | 0
-- cell usage in the layout (no fill, tap or decap), types with 2 or more instances in the layout --
cell	n
xnor2_1	17
fa_1	37
xor2_1	8
o41a_1	2
o211ai_1	3
or3_1	2
nand3b_1	2
a21o_1	6
a31oi_1	3
o21a_1	6
dfrtp_1	55
inv_1	56
o21ai_0	12
and2_1	65
clkbuf_16	5
clkdlybuf4s50_1	36
o21bai_1	2
and3_1	5
ha_1	53
o211a_1	2
a21oi_1	16
a211oi_1	6
mux2_2	2
nand2_1	28
nand2b_1	3
nor2_1	13
nand3_1	2
nor2b_1	3
nor3_1	5
-- routing by layer --
metal / GRT usage (%) / share of wire, % / vias up
met5: 0 / 0 / -
met4: 0.8384 / 0.88 / 0
met3: 2.230 / 3.7 / 7
met2: 16.89 / 43 / 45
met1: 17.84 / 52 / 1288
li1: - / - / 1472
Power and IR drop assume default switching activity.
