--- flow/run.sh ---
#!/bin/bash
# OpenROAD 26Q1-2900-gdf79404cd8, Yosys 0.63+post, stock flow scripts
make -C /OpenROAD-flow-scripts/flow DESIGN_CONFIG=/design/flow/config.mk WORK_HOME=/design/flow/orfs finish
--- flow/config.mk ---
export PLATFORM = sky130hd
export DESIGN_NAME = dot_product_sequential
export DESIGN_NICKNAME = dot_product_sequential
export VERILOG_FILES = /design/flow/design.v
export SDC_FILE = /design/flow/constraint.sdc
export NUM_CORES = 4
export LEC_CHECK = 1
export CORE_UTILIZATION = 30
--- flow/constraint.sdc ---
current_design dot_product_sequential

set clk_period 9.3
set clk_io_pct 0.2

create_clock -name clk0 -period $clk_period [get_ports {clk}]

set non_clock_inputs [all_inputs -no_clocks]
set_input_delay [expr $clk_period * $clk_io_pct] -clock clk0 $non_clock_inputs
set_output_delay [expr $clk_period * $clk_io_pct] -clock clk0 [all_outputs]
--- flow/design.v ---
module dot_product_sequential #(
    parameter WIDTH  = 8,   
    parameter N = 4    
)(
    input  wire clk,
    input  wire rst_n,
    input  wire input_valid,
    output reg  input_ready,
    input  wire [(WIDTH*N)-1:0] A_vec,
    input  wire [(WIDTH*N)-1:0] B_vec,
    output reg  [(2*WIDTH + $clog2(N)) - 1 : 0] result,
    output reg  output_valid
);
    reg [(WIDTH*N)-1:0] A_reg;
    reg [(WIDTH*N)-1:0] B_reg;
    reg [$clog2(N)-1:0] counter;
    reg [1:0] state;
    localparam STATE_IDLE    = 2'b00;
    localparam STATE_COMPUTE = 2'b01;
    localparam STATE_DONE    = 2'b10;
    wire signed [WIDTH-1:0] a_element;
    wire signed [WIDTH-1:0] b_element;
    assign a_element = A_reg[counter * WIDTH +: WIDTH];
    assign b_element = B_reg[counter * WIDTH +: WIDTH];
    always @(posedge clk or negedge rst_n) begin
        if (!rst_n) begin
            state        <= STATE_IDLE;
            input_ready  <= 1'b0;
            output_valid <= 1'b0;
            result  <= 0;
            counter      <= 0;
            A_reg <= 0; B_reg <= 0;
        end else begin
            case (state)
                STATE_IDLE: begin
                    output_valid <= 1'b0;
                    input_ready  <= 1'b1;
                    if (input_valid && input_ready) begin
                        A_reg       <= A_vec;
                        B_reg       <= B_vec;
                        input_ready <= 1'b0;  
                        result <= 0;     
                        counter     <= 0;
                        state       <= STATE_COMPUTE;
                    end
                end
                STATE_COMPUTE: begin
                    result <= result + (a_element * b_element);
                    if (counter == $clog2(N)'(N - 1)) begin 
                        state <= STATE_DONE;
                    end else begin
                        counter <= counter + 1;
                    end
                end
                STATE_DONE: begin
                    output_valid <= 1'b1;
                    state <= STATE_IDLE;
                end
                default: begin
                    state        <= STATE_IDLE;
                    output_valid <= 1'b0;
                    input_ready  <= 1'b0;  
                end
            endcase
        end
    end
endmodule
==> summary.rpt <==
RUN STATUS
-----------------------------------------------------------------------------------------
Status                                                                       finished, final reports clean

CLOCKING
-----------------------------------------------------------------------------------------
Maximum level of the CTS H-tree                                                         3
Count of instances resized after the clock tree is built                                0
CTS hold repair buffers                                                                 0
Clock latency reported for the late side of the worst-skew pair                   0.34 ns
Master cell of the clock root buffer                                         sky130_fd_sc_hd__clkbuf_16
Clock tree from TritonCTS                                                             yes
Num CTS Buffers                                                                         9
Clock-pin slew of the registers on the worst-case setup and hold paths            0.07 ns
Buffer count from post-CTS setup fixing                                                 0
Deepest clock path buffer count                                                         2
CTS sink count                                                                         89

GLOBAL ROUTE
-----------------------------------------------------------------------------------------
Overall routing resource usage                                                      0.133
Initial antenna violation count                                                         0
Via count of the first global-routing pass                                          4,234
First-pass GRT wire length                                                      22,300 µm
Total gr overflow                                                                       0
Largest net degree at the start of global routing                                      57

FLOORPLANNING
-----------------------------------------------------------------------------------------
Core ar.                                                                       21,000 µm²
Die extent in x                                                                    149 µm
IO Pins                                                                                87
Die height                                                                         149 µm
Overall die area                                                               22,100 µm²
Number of rows in the core area                                                        53
Floorplan-stage core utilization                                                    0.307

ROUTE
-----------------------------------------------------------------------------------------
Number of nets with antenna violations after detailed routing                           0
DRC violation count after routing                                                       0
Routed vias/inst                                                                     4.56
Antenna diodes                                                                          0
Via count of the routed design                                                      4,254
Average wire per standard cell                                                    14.5 µm
First drt pass iteration count                                                          4
Starting DRT DRC Count                                                                227
Post-detailed-routing wire length                                               13,500 µm

LOGIC SYNTHESIS
-----------------------------------------------------------------------------------------
Yosys warning count                                                                     1
Distinct lib cells                                                                     52
Post-synthesis cell type with the largest combined area                      sky130_fd_sc_hd__dfrtp_1
Flip-flop and latch count after synthesis                                              89
List of most frequent post-synthesis cells                                   sky130_fd_sc_hd__inv_1 (101), sky130_fd_sc_hd__dfrtp_1 (88), sky130_fd_sc_hd__mux2_2 (65)
Cell area after technology mapping                                               6450 µm²
Post-synthesis cell type with the largest instance count                     sky130_fd_sc_hd__inv_1
Top logic family                                                              adder cells
XOR/XNOR Fraction of Synth Area                                                   0.00679
Post-synth top flop                                                          sky130_fd_sc_hd__dfrtp_1
EDFF count, synth                                                                       0
Proportion of register bits with asynchronous set or reset after synthesis           1.00
Cells in synth_stat.txt                                                               569
Complex-gate fraction of the synthesized area                                      0.0722
Post-synth seq share                                                                0.346
And+or+nand+nor area frac                                                          0.0967
Avg Cell Area, Syn                                                               11.3 µm²
Top cell type's share of synthesized area                                           0.342
Largest cells by area after synthesis                                        sky130_fd_sc_hd__dfrtp_1 (34%), sky130_fd_sc_hd__fa_1 (16%), sky130_fd_sc_hd__mux2_2 (11%)
Area figure in the yosys stat output                                             6450 µm²
Adder-cell share of the synthesized area                                            0.235
Post-synthesis instance total                                                         569
Portion of netlist area occupied by mux cells                                       0.171

WORST SETUP PATH
-----------------------------------------------------------------------------------------
Worst flop-to-flop path startpoint                                             counter[1]
Critical Path Sink Type                                                         flip-flop
Launch point of the critical path                                              counter[1]
Worst Path Required                                                               9.53 ns
Critical setup path kind                                                          reg2reg
Arrival time at the worst endpoint                                                5.68 ns
Startpoint type of the worst setup path                                         flip-flop
Worst Path Max Fanout                                                                  18
Cell depth of the worst flop-to-flop path                                              15

PLACE
-----------------------------------------------------------------------------------------
Total placed cells including tap cells                                                918
Final HPWL DP                                                                   10,900 µm
Count of port buffers added during placement                                           86
Setup Slack @ Placement                                                           3.85 ns
Routability congestion estimate from global placement                               0.867

FINAL TIMING
-----------------------------------------------------------------------------------------
Worst hold-check slack                                                           0.487 ns
Slew margin rel.                                                                    0.521
Transition time of the tightest slew-check pin                                   0.719 ns
Final period util                                                                   0.585
Endpoints failing hold                                                                  0
Setup TNS after final layout                                                         0 ns
Count of pins over their slew limit                                                     0
Setup-failing EPs final                                                                 0
Clock period minus worst slack                                                    5.44 ns
Setup WS post-layout                                                              3.86 ns
RSZ-0062 raised after global routing                                                   no
Final clock skew                                                               0.00669 ns
Max Clock Freq                                                                    184 MHz

LAYOUT
-----------------------------------------------------------------------------------------
Layout overhead on the synthesized area                                             22.5%
Layout cell share with drive strength beyond 1                                      0.173
Number of inserted filler cells in the final layout                                 2,043
Final non-filler cell total                                                           933

WORST HOLD PATH
-----------------------------------------------------------------------------------------
Start point of the worst min-delay path                                          state[1]
Min-Delay Path Class                                                              reg2reg
Hold Path Stages                                                                        1

RUN
-----------------------------------------------------------------------------------------
Max Cap Viol                                                                            0
Number of warnings in the stage logs                                                   25

## placed cells by master, fill, tap and decap left out, types with 3 or more instances in the layout
master	count
sky130_fd_sc_hd__mux2_2	65
sky130_fd_sc_hd__fa_1	50
sky130_fd_sc_hd__inv_1	101
sky130_fd_sc_hd__and2_1	37
sky130_fd_sc_hd__a22o_1	4
sky130_fd_sc_hd__ha_1	41
sky130_fd_sc_hd__o21ai_0	18
sky130_fd_sc_hd__mux4_2	16
sky130_fd_sc_hd__buf_4	6
sky130_fd_sc_hd__o31ai_1	3
sky130_fd_sc_hd__nand3_1	5
sky130_fd_sc_hd__o21ai_1	3
sky130_fd_sc_hd__nand4_1	3
sky130_fd_sc_hd__dfrtp_1	88
sky130_fd_sc_hd__o21a_1	4
sky130_fd_sc_hd__a21oi_1	12
sky130_fd_sc_hd__clkbuf_16	9
sky130_fd_sc_hd__clkdlybuf4s50_1	85
sky130_fd_sc_hd__nor3_1	4
sky130_fd_sc_hd__nand2_1	52
sky130_fd_sc_hd__xnor2_1	3
sky130_fd_sc_hd__or3_1	4
## per-layer routing
metal	track usage	part of all wire	up-vias
met3	0.0294	0.059	13
met1	0.220	0.49	2066
li1	-	-	2055
met5	0	0	-
met2	0.187	0.43	120
met4	0.0170	0.015	0
## logic make-up (layout without fill, tap and decap cells)
family | Yosys count | count (layout)
simple gates | 120 | 120
buf+inv | 118 | 207
fa+ha+maj | 91 | 91
flops | 89 | 89
mux | 82 | 82
compound gates | 64 | 64
xor+xnor | 5 | 5
## worst max-delay path, cell delays in order (launching register included)
cell and delay [ns]:
sky130_fd_sc_hd__dfrtp_1 0.81, sky130_fd_sc_hd__mux4_2 0.52, sky130_fd_sc_hd__and2_1 0.20, sky130_fd_sc_hd__fa_1 0.50, sky130_fd_sc_hd__fa_1 0.52, sky130_fd_sc_hd__fa_1 0.54
sky130_fd_sc_hd__inv_1 0.05, sky130_fd_sc_hd__fa_1 0.53, sky130_fd_sc_hd__inv_1 0.04, sky130_fd_sc_hd__ha_1 0.33, sky130_fd_sc_hd__a21oi_1 0.22, sky130_fd_sc_hd__o22a_1 0.17
sky130_fd_sc_hd__o21ai_1 0.12, sky130_fd_sc_hd__o21a_1 0.21, sky130_fd_sc_hd__or3_1 0.30, sky130_fd_sc_hd__a32o_1 0.25
## layout make-up
cell class	instances	area, µm²	area share
repair buffers	91	896	0.113
clock buffers	11	243	0.0307
well taps	275	344	0.0436
flip-flops and latches	89	2230	0.282
inverters	101	379	0.0480
clock inverters	4	52.6	0.00666
multi-input cells	362	3750	0.475
## per-stage QoR
stage	instance area, µm²	util
finish	7900	0.376
global route	7900	0.376
CTS	7900	0.376
detailed placement	7600	0.362
global placement	7600	0.362
floorplan	6450	-
## path summary, 6_finish.rpt
path                                    end  slack, ns
worst min-delay path            input_ready       0.49
worst min register to register  input_ready       0.49
worst max register to register   result[12]       3.86
worst max-delay path             result[12]       3.86
min in group asynchronous         B_reg[28]       1.46
max in group asynchronous        result[11]       6.77
